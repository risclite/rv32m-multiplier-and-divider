==> /design/flow/design.v <==
module mul(
    input                                    clk,
    input                                    rst,
	input                                    clear_pipeline,	
	input                                    mul_initial,
	input  [(3)-1:0]                             mul_para,
	input  [(32)-1:0]                         mul_rs0,
	input  [(32)-1:0]                         mul_rs1,
	output                                   mul_ready,
	output                                   mul_finished,
	output [(32)-1:0]                         mul_data,	
	input                                    mul_ack
);
    function [($clog2(32+1))-1:0] highest_pos(input [(32)-1:0] d);
	integer i;
	begin
	    highest_pos = 0;
	    for (i=0;i<32;i=i+1)
		    if ( d[i] )
	            highest_pos = i;
	end
	endfunction
	function [($clog2(32+1))-1:0] sumbits(input [(32)-1:0] d);
	integer i;
	begin
	    sumbits = 0;
		for (i=0;i<32;i=i+1)
		    sumbits = sumbits + d[i];
	end
	endfunction
	reg                           calc_flag;
	reg  [(3)-1:0]                    calc_para;
	reg                           calc_sign_xor,calc_sign_rs0;
	reg  [(32)-1:0]                calc_a,calc_b,calc_x,calc_y;
	reg  [($clog2(32+1))-1:0]      calc_a_pos,calc_b_pos;
	wire                          calc_over;
	wire [(32)-1:0]                calc_a_in,calc_b_in,calc_x_in,calc_y_in;	
	reg                           write_flag;
	reg  [(32)-1:0]                write_data;
    wire                          write_over;
	wire [(32)-1:0]              rs0_word = mul_rs0;
	wire [(32)-1:0]              rs1_word = mul_rs1;
	wire                        rs0_sign = mul_para[2] ? (~mul_para[0] & rs0_word[31]) : ( (mul_para[1:0]!=2'b11) & rs0_word[31] );
	wire                        rs1_sign = mul_para[2] ? (~mul_para[0] & rs1_word[31]) : ( ~mul_para[1] & rs1_word[31] );	
	wire [(32)-1:0]              rs0_data = rs0_sign ? ( ~rs0_word + 1'b1 ) : rs0_word;
	wire [(32)-1:0]              rs1_data = rs1_sign ? ( ~rs1_word + 1'b1 ) : rs1_word;	
    wire                      mul_direct = mul_para[2] ? ((rs1_word==0)|(rs0_data<rs1_data)) : ((rs0_word==0)|(rs1_word==0));	
    wire                     mul_is_busy = calc_flag|(write_flag & ~write_over);
	assign                     mul_ready = ~mul_is_busy;
	wire                      calc_start = mul_initial & ~mul_direct & ~mul_is_busy & ~clear_pipeline;	
	wire                     write_start = mul_initial &  mul_direct & ~mul_is_busy & ~clear_pipeline;
	always @ ( posedge clk or posedge  rst ) if (   rst   )  calc_flag <= 0;  else
	if ( calc_start )
	    calc_flag <= 1'b1;
	else if ( calc_over|clear_pipeline )
	    calc_flag <= 1'b0;
	else;
	always @ ( posedge clk or posedge  rst ) if (   rst   )  calc_para <= 0;  else
	if ( calc_start|write_start )
	    calc_para <= mul_para[2:0];
	else;
	always @ ( posedge clk or posedge  rst ) if (   rst   )  calc_sign_xor <= 0;  else
	if ( calc_start|write_start )
	    calc_sign_xor <= (mul_para[2]&(rs1_word==0)) ? 0 : (rs0_sign^rs1_sign);
	else;
	always @ ( posedge clk or posedge  rst ) if (   rst   )  calc_sign_rs0 <= 0;  else
	if ( calc_start|write_start )
	    calc_sign_rs0 <= rs0_sign;
    else;
	wire                num_less_compare = sumbits(rs0_data)<sumbits(rs1_data);
	always @ ( posedge clk or posedge  rst ) if (   rst   )  calc_a <= 0;  else
	if ( calc_start|write_start )
	    if ( mul_para[2] )
		    calc_a <= rs0_data;
		else
		    calc_a <= num_less_compare ? rs1_data : rs0_data;
	else if ( calc_flag )
	    calc_a <= calc_a_in;
	else;
	always @ ( posedge clk or posedge  rst ) if (   rst   )  calc_b <= 0;  else
	if ( calc_start|write_start )
	    if ( mul_para[2] )
		    calc_b <= rs1_data;
		else
		    calc_b <= num_less_compare ? rs0_data : rs1_data;
	else if ( calc_flag )
	    calc_b <= calc_b_in;
	else;
	always @ ( posedge clk or posedge  rst ) if (   rst   )  calc_x <= 0;  else
	if ( calc_start|write_start )
	    if ( mul_para[2] )
		    calc_x <= ( rs1_word==0 ) ? 32'hffffffff : 0;
		else
		    calc_x <= 0;
	else if ( calc_flag )
	    calc_x <= calc_x_in;
	else;
	always @ ( posedge clk or posedge  rst ) if (   rst   )  calc_y <= 0;  else
	if ( calc_start|write_start )
	    calc_y <= 0;
	else if ( calc_flag )
	    calc_y <= calc_y_in;
	else;
    wire [(32)-1:0]              pos_a_in = calc_flag ? calc_a_in : rs0_data;
    wire [(5)-1:0]                 pos_a_out = highest_pos(pos_a_in);
    wire [(32)-1:0]              pos_b_in = calc_flag ? calc_b_in : rs1_data;
    wire [(5)-1:0]                 pos_b_out = highest_pos(pos_b_in);
    always @ ( posedge clk or posedge  rst ) if (   rst   )  calc_a_pos <= 0;  else
	if ( calc_start|write_start )
        if ( mul_para[2] )
            calc_a_pos <= pos_a_out;
        else 
            calc_a_pos <= num_less_compare ? pos_b_out : pos_a_out;
	else if ( calc_flag )
	    calc_a_pos <= pos_a_out;
    else;
    always @ ( posedge clk or posedge  rst ) if (   rst   )  calc_b_pos <= 0;  else
	if ( calc_start|write_start )
        if ( mul_para[2] )
            calc_b_pos <= pos_b_out;
        else 
            calc_b_pos <= num_less_compare ? pos_a_out : pos_b_out;
	else if ( calc_flag )
	    calc_b_pos <= pos_b_out;
    else;
	wire [($clog2(32+1))-1:0] calc_ab_gap = calc_a_pos - calc_b_pos;
	wire [($clog2(32))-1:0]  calc_ab_diff = calc_ab_gap;
	wire [(2*32)-1:0]           mul_shift = calc_a<<calc_b_pos;
	wire                        sub_sign = calc_para[2] ? 1'b1 : calc_sign_xor;
	wire [(32)-1:0]           low_add_in0 = calc_para[2] ? calc_a : calc_x;
	wire [(32)-1:0]           low_add_in1 = calc_para[2] ? ( calc_b<<calc_ab_diff ) : mul_shift;
    wire [(32+1)-1:0]         low_add_out = sub_sign ? (low_add_in0 - low_add_in1) : (low_add_in0 + low_add_in1);
	wire                       carry_bit = low_add_out[32];
	wire                    high_add_bit = calc_para[2] ? 1'b0 : carry_bit;
    wire [(32)-1:0]          high_add_in0 = calc_para[2] ? calc_a : calc_y;
    wire [(32)-1:0]          high_add_in1 = calc_para[2] ? ( ( calc_b<<calc_ab_diff )>>1 ) : (mul_shift>>32);
    wire [(32)-1:0]          high_add_out = sub_sign ? (high_add_in0 - high_add_in1 - high_add_bit) : (high_add_in0 + high_add_in1 + high_add_bit);
	assign                     calc_a_in = calc_para[2] ?  ( carry_bit ? high_add_out : low_add_out ) : calc_a;
	assign                     calc_b_in = calc_para[2] ? calc_b : ( calc_b ^ (1'b1<<calc_b_pos) );
	assign                     calc_x_in = calc_para[2] ? ( calc_x|( (1'b1<<calc_ab_diff)>>carry_bit ) ) : low_add_out;
	assign                     calc_y_in = calc_para[2] ? calc_y : high_add_out;
	assign                     calc_over = calc_flag & ( calc_para[2] ? ( calc_a_in<calc_b ) : (calc_b_in==0) );
	always @ ( posedge clk or posedge  rst ) if (   rst   )  write_flag <= 0;  else
	if( write_start|calc_over )
	    write_flag <= 1'b1;
	else if ( write_over|clear_pipeline )
	    write_flag <= 1'b0;
	else;
	always @*
	if ( write_flag )
	    case(calc_para)
	    3'h0          :  write_data = calc_x;
	    3'h1,3'h2,3'h3:  write_data = calc_y;
        3'h4,3'h5     :  write_data = calc_sign_xor ? (~calc_x+1'b1) : calc_x;
        3'h6,3'h7     :  write_data = calc_sign_rs0 ? (~calc_a+1'b1) : calc_a;
        endcase
	else
	    write_data = 0;
	reg  [(1*32)-1:0] mulbuf_data;
	reg  [($clog2(1+1))-1:0]       mulbuf_length;
	wire [(1*32)-1:0] primary_data   = mulbuf_data|(write_data<<(mulbuf_length*32));
	wire [($clog2(1+1))-1:0]       primary_length = (mulbuf_length==1) ? 1 : (mulbuf_length + write_flag);
    assign write_over = write_flag & (mulbuf_length<1);
    assign mul_finished   = primary_length!=0;
    assign mul_data       = primary_data;
    always @ ( posedge clk or posedge  rst ) if (   rst   )  mulbuf_data <= 0;  else
    if ( clear_pipeline )	
	    mulbuf_data <= 0;
	else
	    mulbuf_data <= primary_data>>(mul_ack*32);
	always @ ( posedge clk or posedge  rst ) if (   rst   )  mulbuf_length <= 0;  else
	if ( clear_pipeline )
	    mulbuf_length <= 0;
	else
	    mulbuf_length <= primary_length - mul_ack;
endmodule
==> /design/flow/run.sh <==
#!/bin/bash
# OpenROAD 26Q1-2900-gdf79404cd8, Yosys 0.63+post, stock flow scripts
make -C /OpenROAD-flow-scripts/flow DESIGN_CONFIG=/design/flow/config.mk WORK_HOME=/design/flow/orfs finish
==> /design/flow/config.mk <==
export PLATFORM = sky130hd
export DESIGN_NAME = mul
export DESIGN_NICKNAME = mul
export VERILOG_FILES = /design/flow/design.v
export SDC_FILE = /design/flow/constraint.sdc
export NUM_CORES = 4
export LEC_CHECK = 1
export CORE_UTILIZATION = 30
==> /design/flow/constraint.sdc <==
current_design mul

set clk_period 64.8
set clk_io_pct 0.2

create_clock -name clk0 -period $clk_period [get_ports {clk}]

set non_clock_inputs [all_inputs -no_clocks]
set_input_delay [expr $clk_period * $clk_io_pct] -clock clk0 $non_clock_inputs
set_output_delay [expr $clk_period * $clk_io_pct] -clock clk0 [all_outputs]
==> results.py <==
# Synthesis and PnR figures
metrics = {
    "grt": {
        "grt_max_degree": 101,
        "grt_pass1_vias": 28000,
        "grt_pass1_wl_um": 192000,
        "antenna_found_initial": 4,
        "grtUsageTotal_pct": 28.4,
        "grt_overflow_total": 0,
    },
    "setup_path": {
        "startpoint": "mul_rs0[4]",
        "max_stage_delay_ns": 0.67,
        "start_kind": "input pin",
        "r2r_start": "calc_b_pos[1]",
        "cp.required_ns": 65.22,
        "crit_slowest_cell": "nor4_1",
        "r2r_slack_ns": 49.28,
        "critPathArrivalTime_ns": 22.25,
        "path_class": "in -> reg",
        "cp_max_fo": 69,
        "cp-end-kind": "flip-flop",
        "crit_family": "adder cells",
        "cp_num_buf_inv": 2,
        "cpMostUsedCell": "fa_1",
    },
    "floorplanning": {
        "chipArea_mm2": 0.0938,
        "die_w_um": 306,
        "initial_core_util_pct": 30.3,
        "core_mm2": 0.0917,
        "pin_count": 106,
        "rows": 111,
        "die_height_um": 306,
    },
    "synthesis": {
        "aoi_share_pct": 30.2,
        "ys_cells": 3851,
        "top_area_cell": "dfrtp_1",
        "avgSynthCellArea_um2": 7.21,
        "ys_ff": 178,
        "ys_top_cells_by_count": "nand2_1, o21ai_0, nor2_1",
        "edf_count": 0,
        "synthXorXnorAreaFrac_pct": 8.24,
        "yosys_warnings": 1,
        "synth-simple-area-share_pct": 21.1,
        "ys_types": 105,
        "async_flop_share_pct": 100,
        "synth.area.top_cells": "dfrtp_1, ha_1, o21ai_0",
        "adder_share_pct": 13.4,
        "top_area_share_pct": 16.0,
        "yosys.stat.seqShare_pct": 16.0,
        "synthCells": 3851,
        "netlist_logic_family_top": "AND-OR/OR-AND gates",
        "ff_type": "dfrtp_1",
        "most_common_cell": "nand2_1",
        "synth_area_mm2": 0.0278,
        "yosys_area_mm2": 0.0278,
        "mux_area_share_pct": 3.96,
    },
    "routing": {
        "wire_per_inst_um": 26.1,
        "num_vias": 29800,
        "dr.first_iter.drc_count": 2859,
        "drc": 0,
        "drt_first_pass_iters": 6,
        "drt-vias-per-instance": 5.89,
        "ant_nets": 0,
        "routed_wl_um": 132000,
    },
    "sta": {
        "rsz0062_at_grt": "false",
        "fmax_mhz": 45.8,
        "min_period_ns": 21.83,
        "hold_slack_ns": 0.457,
        "finalSetupViolations": 0,
        "hold_viol_final": 0,
        "clock_skew_ns": 0.0237,
        "slew_violations": 0,
        "tns_ns": 0,
        "slew_headroom_pct": 23.3,
        "fin_ws_ns": 42.97,
        "worstMarginPinSlew_ns": 1.14,
        "fin_crit_sh_pct": 33.7,
    },
    "cts": {
        "insertion_delay_ns": 0.52,
        "cts_tree": "done",
        "clkSlewWorstSetupHoldPaths_ns": 0.09,
        "cts.sinks": 178,
        "clk_path_buf_depth": 2,
        "htreeDepth": 4,
        "postCtsHoldBufs": 0,
        "cts-buffers-inserted": 17,
        "cts_resized": 0,
        "cts_setup_buffers": 0,
        "clockRootBuffer": "clkbuf_16",
    },
    "min_path": {
        "hp-class": "reg -> reg",
        "hold_path.startpoint": "calc_y[31]",
    },
    "cells_and_area": {
        "areaGrowthSynthToFinish_pct": 11.2,
        "drive_above_1_share_pct": 6.66,
        "fin_cells": 5060,
        "final_util_pct": 33.7,
        "fin_area_mm2": 0.0309,
    },
    "placed_design": {
        "place_congestion": 1.05,
        "place_ws_ns": 42.42,
        "io_buffers": 105,
        "dpl-instance-area_mm2": 0.0303,
        "dp_hpwl_um": 106000,
        "dp_cells": 5025,
    },
    "outcome": {
        "outcome": "complete, no violations",
    },
    "job": {
        "warnings": 58,
        "drv_cap": 0,
    },
}
-- final cells by class --
type | count | area, µm²
fill | 9875 | 60800
multi-input combinational | 3171 | 21400
sequential | 178 | 4460
timing repair buffer | 220 | 1920
tap | 1186 | 1480
inverter | 271 | 1020
clock buffer | 19 | 443
clock inverter | 13 | 123
antenna | 2 | 5.00
-- logic make-up after synthesis --
group                      after synthesis
AOI/OAI and AO/OA                     1303
xor gates and xnor gates               258
adders and majority gates              264
buffers and inverters                  502
DFF                                    178
muxes                                  101
and+or+nand+nor                       1245
-- worst reg2reg max path: cells and delay by family, from the launching register on --
kind                     cells  cell delay, ns
adder cells (fa/ha/maj)      5            2.03
flip-flops                   1            0.58
AND/OR/NAND/NOR             18            5.00
AND-OR/OR-AND               21            5.71
XOR/XNOR                     2            0.47
buffers and inverters        5            0.97
multiplexers                 1            0.58
-- sequential cells by signal, summed over array words and instances, names as in the netlist --
signal,flops
calc_b,32
calc_a_pos,5
mulbuf_data,32
calc_a,32
calc_y,32
mulbuf_length,1
calc_flag,1
write_flag,1
calc_sign_xor,1
calc_b_pos,5
calc_para,3
calc_x,32
calc_sign_rs0,1
-- cells in the final DEF, fill, tap and decap left out, types with 45 or more instances in the layout --
cell / Yosys / routed
nand2_1: 418 / 417
o21ai_0: 348 / 348
nor2_1: 329 / 326
a21oi_1: 321 / 321
inv_1: 268 / 266
ha_1: 210 / 210
dfrtp_1: 178 / 176
xnor2_1: 165 / 163
buf_4: 7 / 113
clkdlybuf4s50_1: 0 / 105
nand3_1: 104 / 104
xor2_1: 91 / 91
a21o_1: 74 / 74
mux2i_1: 70 / 69
nor2b_1: 64 / 63
nor3_1: 62 / 62
o211ai_1: 56 / 56
o31ai_1: 54 / 54
fa_1: 54 / 54
a31oi_1: 50 / 49
o221ai_1: 45 / 45
-- final timing paths --
path	to	cells past startpoint
max	calc_b_pos[2]	27
min	calc_y[31]	1
max reg2reg	calc_flag	52
min reg2reg	calc_y[31]	1
max in group asynchronous	calc_flag	4
min in group asynchronous	calc_y[1]	2
-- per-layer routing --
metal,vias to the layer above,track usage [%],part of all wire [%]
li1,13900,-,-
met1,14100,39.1,42
met2,1477,41.0,42
met3,294,8.48,10
met4,8,12.8,5.6
met5,-,1.50,0.17
